<file path="flow/config.mk">
export PLATFORM = sky130hd
export DESIGN_NAME = mmio_subsystem
export DESIGN_NICKNAME = mmio_subsystem
export VERILOG_FILES = /design/flow/design.v
export SDC_FILE = /design/flow/constraint.sdc
export NUM_CORES = 4
export LEC_CHECK = 1
export CORE_UTILIZATION = 30
export SYNTH_HDL_FRONTEND = slang
</file>
<file path="flow/constraint.sdc">
current_design mmio_subsystem

set clk_period 9.9
set clk_io_pct 0.2

create_clock -name clk0 -period $clk_period [get_ports {clock}]

set non_clock_inputs [all_inputs -no_clocks]
set_input_delay [expr $clk_period * $clk_io_pct] -clock clk0 $non_clock_inputs
set_output_delay [expr $clk_period * $clk_io_pct] -clock clk0 [all_outputs]
</file>
<file path="flow/design.v">
module SevSegDisplay(
  input         clock,
                reset,
                io_enable_7seg,
  input  [31:0] io_display_data,
  output [7:0]  io_anode_select,
  output [6:0]  io_segs
);
  reg  [15:0]      anode_prescaler_c_value;
  reg  [2:0]       count;
  wire [7:0]       _GEN = io_enable_7seg ? ~(8'h1 << count) : 8'h1;
  wire [3:0]       digit =
    _GEN == 8'hFE
      ? io_display_data[3:0]
      : _GEN == 8'hFD
          ? io_display_data[7:4]
          : _GEN == 8'hFB
              ? io_display_data[11:8]
              : _GEN == 8'hF7
                  ? io_display_data[15:12]
                  : _GEN == 8'hEF
                      ? io_display_data[19:16]
                      : _GEN == 8'hDF
                          ? io_display_data[23:20]
                          : _GEN == 8'hBF
                              ? io_display_data[27:24]
                              : _GEN == 8'h7F ? io_display_data[31:28] : 4'h0;
  wire [6:0]       _GEN_0 = {3'h0, digit != 4'hE, 3'h6};
  wire [15:0][6:0] _GEN_1 =
    {{_GEN_0},
     {_GEN_0},
     {7'h21},
     {7'h46},
     {7'h3},
     {7'h8},
     {7'h10},
     {7'h0},
     {7'h78},
     {7'h2},
     {7'h12},
     {7'h19},
     {7'h30},
     {7'h24},
     {7'h79},
     {7'h40}};
  always @(posedge clock) begin
    if (reset) begin
      anode_prescaler_c_value <= 16'h0;
      count <= 3'h0;
    end
    else if (reset) begin
      anode_prescaler_c_value <= 16'h0;
      count <= 3'h0;
    end
    else begin
      automatic logic anode_prescaler_wrap_wrap;
      anode_prescaler_wrap_wrap = anode_prescaler_c_value == 16'h9C3F;
      if (io_enable_7seg) begin
        if (anode_prescaler_wrap_wrap)
          anode_prescaler_c_value <= 16'h0;
        else
          anode_prescaler_c_value <= anode_prescaler_c_value + 16'h1;
      end
      if (~reset & io_enable_7seg & anode_prescaler_wrap_wrap)
        count <= count + 3'h1;
    end
  end  
  assign io_anode_select = _GEN;
  assign io_segs = _GEN_1[digit];
endmodule
module SevSegDisplay_core(
  input                                                               clock,
                                                                      reset,
  input  [4:0]                                                        slot_io_address,
  output [31:0]                                                       slot_io_rd_data,
  input  [31:0]                                                       slot_io_wr_data,
  input                                                               slot_io_read,
                                                                      slot_io_write,
                                                                      slot_io_cs,
  output struct packed {logic [7:0] anode_select; logic [6:0] segs; } io
);
  wire [7:0]  _seg7_io_anode_select;
  wire [6:0]  _seg7_io_segs;
  reg  [31:0] config_reg;
  wire        _GEN = slot_io_address == 5'h0;
  reg  [31:0] display_data;
  wire        _GEN_0 = slot_io_address == 5'h1;
  always @(posedge clock) begin
    if (reset) begin
      config_reg <= 32'h0;
      display_data <= 32'h0;
    end
    else begin
      automatic logic wr_en = slot_io_write & slot_io_cs;
      if (_GEN & wr_en)
        config_reg <= slot_io_wr_data;
      if (_GEN_0 & wr_en)
        display_data <= slot_io_wr_data;
    end
  end  
  SevSegDisplay seg7 (
    .clock           (clock),
    .reset           (reset),
    .io_enable_7seg  (config_reg[0]),
    .io_display_data (display_data),
    .io_anode_select (_seg7_io_anode_select),
    .io_segs         (_seg7_io_segs)
  );
  assign slot_io_rd_data = _GEN_0 ? display_data : _GEN ? config_reg : 32'h0;
  assign io = '{anode_select: _seg7_io_anode_select, segs: _seg7_io_segs};
endmodule
module GPI(
  input         clock,
                reset,
  input  [4:0]  slot_io_address,
  output [31:0] slot_io_rd_data,
  input  [31:0] slot_io_wr_data,
  input         slot_io_read,
                slot_io_write,
                slot_io_cs,
  input  [15:0] io_data_in
);
  reg [31:0] buf_in;
  always @(posedge clock) begin
    if (reset)
      buf_in <= 32'h0;
    else
      buf_in <= {16'h0, io_data_in};
  end  
  assign slot_io_rd_data = buf_in;
endmodule
module GPO(
  input                                          clock,
                                                 reset,
  input  [4:0]                                   slot_io_address,
  output [31:0]                                  slot_io_rd_data,
  input  [31:0]                                  slot_io_wr_data,
  input                                          slot_io_read,
                                                 slot_io_write,
                                                 slot_io_cs,
  output struct packed {logic [15:0] data_out; } io
);
  reg [15:0] buf_gpo;
  always @(posedge clock) begin
    if (reset)
      buf_gpo <= 16'h0;
    else if (slot_io_write & slot_io_cs)
      buf_gpo <= slot_io_wr_data[15:0];
  end  
  assign slot_io_rd_data = {16'h0, buf_gpo};
  assign io = '{data_out: buf_gpo};
endmodule
module mmio_controller(
  input               io_fp_video_cs,
                      io_fp_mmio_cs,
                      io_fp_write,
                      io_fp_read,
  input  [20:0]       io_fp_addr,
  input  [31:0]       io_fp_wr_data,
  output [31:0]       io_fp_rd_data,
  output [63:0]       io_slot_cs,
  output [63:0][4:0]  io_slot_reg_addr,
  output [63:0][31:0] io_slot_write_data,
  output [63:0]       io_slot_write,
  input  [63:0][31:0] io_slot_read_data,
  output [63:0]       io_slot_read
);
  assign io_fp_rd_data = io_fp_read ? io_slot_read_data[io_fp_addr[10:5]] : 32'h0;
  assign io_slot_cs = io_fp_mmio_cs ? 64'h1 << io_fp_addr[10:5] : 64'h0;
  assign io_slot_reg_addr = {64{io_fp_addr[4:0]}};
  assign io_slot_write_data = {64{io_fp_wr_data}};
  assign io_slot_write = {64{io_fp_write}};
  assign io_slot_read = {64{io_fp_read}};
endmodule
module mmio_subsystem(
  input         clock,
                reset,
                io_fp_video_cs,
                io_fp_mmio_cs,
                io_fp_write,
                io_fp_read,
  input  [20:0] io_fp_addr,
  input  [31:0] io_fp_wr_data,
  output [31:0] io_fp_rd_data,
  input  [15:0] io_data_in,
  output [15:0] io_data_out,
  output [7:0]  io_anode_assert,
  output [6:0]  io_segs
);
  wire [31:0]       _sevenSegDisplay_slot_io_rd_data;
  wire struct packed {logic [7:0] anode_select; logic [6:0] segs; } _sevenSegDisplay_io;
  wire [31:0]       _timer_slot_io_rd_data;
  wire [31:0]       _gpi_slot_io_rd_data;
  wire [31:0]       _gpo_slot_io_rd_data;
  wire struct packed {logic [15:0] data_out; } _gpo_io;
  wire [63:0]       _mmioController_io_slot_cs;
  wire [63:0][4:0]  _mmioController_io_slot_reg_addr;
  wire [63:0][31:0] _mmioController_io_slot_write_data;
  wire [63:0]       _mmioController_io_slot_write;
  wire [63:0]       _mmioController_io_slot_read;
  mmio_controller mmioController (
    .io_fp_video_cs     (io_fp_video_cs),
    .io_fp_mmio_cs      (io_fp_mmio_cs),
    .io_fp_write        (io_fp_write),
    .io_fp_read         (io_fp_read),
    .io_fp_addr         (io_fp_addr),
    .io_fp_wr_data      (io_fp_wr_data),
    .io_fp_rd_data      (io_fp_rd_data),
    .io_slot_cs         (_mmioController_io_slot_cs),
    .io_slot_reg_addr   (_mmioController_io_slot_reg_addr),
    .io_slot_write_data (_mmioController_io_slot_write_data),
    .io_slot_write      (_mmioController_io_slot_write),
    .io_slot_read_data
      ({{32'hFFFFFFFF},
        {32'hFFFFFFFF},
        {32'hFFFFFFFF},
        {32'hFFFFFFFF},
        {32'hFFFFFFFF},
        {32'hFFFFFFFF},
        {32'hFFFFFFFF},
        {32'hFFFFFFFF},
        {32'hFFFFFFFF},
        {32'hFFFFFFFF},
        {32'hFFFFFFFF},
        {32'hFFFFFFFF},
        {32'hFFFFFFFF},
        {32'hFFFFFFFF},
        {32'hFFFFFFFF},
        {32'hFFFFFFFF},
        {32'hFFFFFFFF},
        {32'hFFFFFFFF},
        {32'hFFFFFFFF},
        {32'hFFFFFFFF},
        {32'hFFFFFFFF},
        {32'hFFFFFFFF},
        {32'hFFFFFFFF},
        {32'hFFFFFFFF},
        {32'hFFFFFFFF},
        {32'hFFFFFFFF},
        {32'hFFFFFFFF},
        {32'hFFFFFFFF},
        {32'hFFFFFFFF},
        {32'hFFFFFFFF},
        {32'hFFFFFFFF},
        {32'hFFFFFFFF},
        {32'hFFFFFFFF},
        {32'hFFFFFFFF},
        {32'hFFFFFFFF},
        {32'hFFFFFFFF},
        {32'hFFFFFFFF},
        {32'hFFFFFFFF},
        {32'hFFFFFFFF},
        {32'hFFFFFFFF},
        {32'hFFFFFFFF},
        {32'hFFFFFFFF},
        {32'hFFFFFFFF},
        {32'hFFFFFFFF},
        {32'hFFFFFFFF},
        {32'hFFFFFFFF},
        {32'hFFFFFFFF},
        {32'hFFFFFFFF},
        {32'hFFFFFFFF},
        {32'hFFFFFFFF},
        {32'hFFFFFFFF},
        {32'hFFFFFFFF},
        {32'hFFFFFFFF},
        {32'hFFFFFFFF},
        {32'hFFFFFFFF},
        {32'hFFFFFFFF},
        {32'hFFFFFFFF},
        {32'hFFFFFFFF},
        {32'hFFFFFFFF},
        {32'hFFFFFFFF},
        {_sevenSegDisplay_slot_io_rd_data},
        {_timer_slot_io_rd_data},
        {_gpi_slot_io_rd_data},
        {_gpo_slot_io_rd_data}}),
    .io_slot_read       (_mmioController_io_slot_read)
  );
  GPO gpo (
    .clock           (clock),
    .reset           (reset),
    .slot_io_address (_mmioController_io_slot_reg_addr[6'h0]),
    .slot_io_rd_data (_gpo_slot_io_rd_data),
    .slot_io_wr_data (_mmioController_io_slot_write_data[6'h0]),
    .slot_io_read    (_mmioController_io_slot_read[0]),
    .slot_io_write   (_mmioController_io_slot_write[0]),
    .slot_io_cs      (_mmioController_io_slot_cs[0]),
    .io              (_gpo_io)
  );
  GPI gpi (
    .clock           (clock),
    .reset           (reset),
    .slot_io_address (_mmioController_io_slot_reg_addr[6'h1]),
    .slot_io_rd_data (_gpi_slot_io_rd_data),
    .slot_io_wr_data (_mmioController_io_slot_write_data[6'h1]),
    .slot_io_read    (_mmioController_io_slot_read[1]),
    .slot_io_write   (_mmioController_io_slot_write[1]),
    .slot_io_cs      (_mmioController_io_slot_cs[1]),
    .io_data_in      (io_data_in)
  );
  timer timer (
    .clock           (clock),
    .reset           (reset),
    .slot_io_address (_mmioController_io_slot_reg_addr[6'h2]),
    .slot_io_rd_data (_timer_slot_io_rd_data),
    .slot_io_wr_data (_mmioController_io_slot_write_data[6'h2]),
    .slot_io_read    (_mmioController_io_slot_read[2]),
    .slot_io_write   (_mmioController_io_slot_write[2]),
    .slot_io_cs      (_mmioController_io_slot_cs[2])
  );
  SevSegDisplay_core sevenSegDisplay (
    .clock           (clock),
    .reset           (reset),
    .slot_io_address (_mmioController_io_slot_reg_addr[6'h3]),
    .slot_io_rd_data (_sevenSegDisplay_slot_io_rd_data),
    .slot_io_wr_data (_mmioController_io_slot_write_data[6'h3]),
    .slot_io_read    (_mmioController_io_slot_read[3]),
    .slot_io_write   (_mmioController_io_slot_write[3]),
    .slot_io_cs      (_mmioController_io_slot_cs[3]),
    .io              (_sevenSegDisplay_io)
  );
  assign io_data_out = _gpo_io.data_out;
  assign io_anode_assert = _sevenSegDisplay_io.anode_select;
  assign io_segs = _sevenSegDisplay_io.segs;
endmodule
module timer(
  input         clock,
                reset,
  input  [4:0]  slot_io_address,
  output [31:0] slot_io_rd_data,
  input  [31:0] slot_io_wr_data,
  input         slot_io_read,
                slot_io_write,
                slot_io_cs
);
  reg [63:0] count;
  reg [31:0] config_reg;
  always @(posedge clock) begin
    if (reset) begin
      count <= 64'h0;
      config_reg <= 32'h0;
    end
    else begin
      if (config_reg[0])
        count <= 64'h0;
      else if (config_reg[1])
        count <= count + 64'h1;
      if (slot_io_write & slot_io_cs & ~(|slot_io_address))
        config_reg <= slot_io_wr_data;
    end
  end  
  assign slot_io_rd_data =
    (|slot_io_address)
      ? (slot_io_address == 5'h1
           ? count[31:0]
           : slot_io_address == 5'h2 ? count[63:32] : 32'h0)
      : config_reg;
endmodule
</file>
<file path="flow/run.sh">
#!/bin/bash
# OpenROAD 26Q1-2900-gdf79404cd8, Yosys 0.63+post, stock flow scripts
make -C /OpenROAD-flow-scripts/flow DESIGN_CONFIG=/design/flow/config.mk WORK_HOME=/design/flow/orfs finish
</file>
==> flow_metrics.env <==
# source this file to load flow results
export IMPL_cts_reportedPaths_clkPinSlew_ps=50
export IMPL_drc=0
export IMPL_avgSynthCellArea_um2=7.71
export IMPL_numPortBuffers=126
export IMPL_die_h_um=192
export IMPL_end_kind="primary output"
export IMPL_relSlewSlack_pct=36.1
export IMPL_min_period_ps=7100
export IMPL_critPathBufInv=4
export IMPL_netlist_area_mm2=0.0109
export IMPL_drt_total_wl_mm=34.1
export IMPL_regMostFlops="timer.count"
export IMPL_holdBufCountCts=0
export IMPL_ios=138
export IMPL_hold_path_end="sevenSegDisplay.config_reg[4]$_SDFFE_PP0P_"
export IMPL_largest_register_ffs=64
export IMPL_grt_pass1_wl_mm=52.7
export IMPL_setup_viol=0
export IMPL_yosys_area_mm2=0.0109
export IMPL_fin_crit_sh_pct=71.7
export IMPL_cts_tree="done"
export IMPL_rsz0062_at_grt="no"
export IMPL_regToRegSetupSlack_ps=7540
export IMPL_critical_path_class="in2out"
export IMPL_antenna_cells=0
export IMPL_dp_hpwl_mm=23.8
export IMPL_max_freq_ghz=0.141
export IMPL_die_w_um=192
export IMPL_start_kind="primary input"
export IMPL_topCellsByArea="dfxtp_1 (39%), nand2_1 (9.3%), a21oi_1 (7.5%), mux2i_1 (4.7%), nor2_1 (4.3%)"
export IMPL_drive_above_1_share_pct=6.60
export IMPL_cts_buffers_inserted=24
export IMPL_final_cell_mix="nand2_1 (269), dfxtp_1 (211), a21oi_1 (162)"
export IMPL_worstHoldStart="sevenSegDisplay.config_reg[4]$_SDFFE_PP0P_"
export IMPL_worstPathCellList="clkdlybuf4s50_1 -> buf_4 -> nor2b_2 -> buf_4 -> a21oi_1 -> o22ai_1 -> o21ai_0 -> a21boi_0 -> clkdlybuf4s50_1"
export IMPL_ys_flop_type="dfxtp_1"
export IMPL_yosysWarningCount=0
export IMPL_cts_repair_resized=0
export IMPL_r2r_cells=6
export IMPL_finalMaxSlewViolations=0
export IMPL_worstHoldPathCells=2
export IMPL_layout_top_cell="nand2_1"
export IMPL_tightestPinTransition_ps=945
export IMPL_synth_cells=1411
export IMPL_fp_dieArea_mm2=0.0370
export IMPL_globalplace_congestion=0.881
export IMPL_powerDensity_mw_per_mm2=143
export IMPL_routed_via_density=5.12
export IMPL_postCtsSetupBuffers=0
export IMPL_core_area_mm2=0.0357
export IMPL_wl_per_cell_um=17.4
export IMPL_min_path_type="reg2reg"
export IMPL_fp_util_pct=30.5
export IMPL_finalSetupTns_ps=0
export IMPL_cp_top_family="buffers and inverters"
export IMPL_grt_pass1_vias=9268
export IMPL_cts_buffer_depth=3
export IMPL_skew_ps=6.51
export IMPL_cp_slowest_cell="nor2b_2"
export IMPL_max_cap_viol_count=0
export IMPL_async_flop_share_pct=0
export IMPL_synth_edff_count=0
export IMPL_largest_area_cell="dfxtp_1"
export IMPL_cts_root_buf="clkbuf_16"
export IMPL_dr_pass1_iters=22
export IMPL_first_iter_violations=706
export IMPL_status="completed"
export IMPL_fin_ws_ps=2800
export IMPL_rows=69
export IMPL_p_leak_nw=4.55
export IMPL_insertion_delay_ps=520
export IMPL_synth_cell_type_count=55
export IMPL_final_core_util_pct=37.3
export IMPL_grt_max_degree=71
export IMPL_hold_ws_ps=447
export IMPL_slowest_delay_ps=700
export IMPL_cts_sinks=211
export IMPL_peakVddDrop_mv=0.121
export IMPL_rr_startpoint="timer.count[28]$_SDFFE_PP0P_"
export IMPL_crit_arrival_ps=5120
export IMPL_route_vias_total=10000
export IMPL_ys_cells=1411
export IMPL_warnings=44
export IMPL_antenna_found_initial=0
export IMPL_area_delta_synth_final_pct=22.4
export IMPL_ys_flops=211
export IMPL_gr_total_overflow=0
export IMPL_place_ws_ps=2810
export IMPL_power_mw=1.91
export IMPL_grt_usage_pct=18.8
export IMPL_cp_max_fo=35
export IMPL_hold_viol=0
export IMPL_ant_nets=0
export IMPL_ys_seq_share_pct=38.8
export IMPL_htreeDepth=1
export IMPL_regToRegEndpoint="timer.count[51]$_SDFFE_PP0P_"
export IMPL_cp_required_ps=7920
export IMPL_top_area_share_pct=38.8
## cells by family (layout without fill, tap and decap cells)
group | after synthesis | in the layout | synth area share [%]
DFF | 211 | 211 | 38.8
buffers and inverters | 129 | 219 | 4.78
xor gates and xnor gates | 76 | 76 | 6.12
and+or+nand+nor | 631 | 631 | 27.6
adders and majority gates | 13 | 13 | 1.50
muxes | 67 | 67 | 6.35
AOI/OAI and AO/OA | 284 | 284 | 14.8
## synthesized netlist by cell type (2+ instances only)
master     instances
nor3b_1            3
or3b_2             3
o21ai_2            2
a2bb2oi_1          3
o22ai_1           32
buf_2             22
nand2_1          269
nand3_1           63
nor3_1            10
or2_2              2
inv_1             29
nor2b_1           34
or3_1              9
nand2b_1          17
xor2_1            51
o21a_1             4
and4_1            13
mux2_2            16
mux2i_1           51
o21ai_0           34
a31oi_1            6
and3_1            21
a21boi_0          21
a22oi_1            7
nor4b_1            2
buf_1              5
xnor2_1           25
nor4_2             2
clkbuf_1          71
and2_1             9
nand3b_1           4
a211oi_1           3
a21oi_1          162
ha_1              13
nor2_1           124
buf_4              2
nor4bb_1           4
nand4_1           32
dfxtp_1          211
a22o_1             3
nor4_1             3
## worst min-delay path, delay by kind of cell (launching register included)
kind             cells  cell delay (ps)
AND-OR/OR-AND        1               50
flip-flops           1              300
AND/OR/NAND/NOR      1               50
## worst max-delay path by stage
stage,startpoint,end,cells past startpoint
final,io_fp_addr[1],io_fp_rd_data[11],9
after global routing,io_fp_addr[1],io_fp_rd_data[11],9
after CTS,io_fp_addr[1],io_fp_rd_data[11],9
## through the flow
| stage | cells | area [um2] |
|---|---|---|
| 6_report | 1962 | 13300 |
| 5_1_grt | 1962 | 13300 |
| 2_1_floorplan | 1411 | 10900 |
| 3_5_place_dp | 1919 | 12500 |
| 3_3_place_gp | 1919 | 12500 |
| 4_1_cts | 1962 | 13300 |
## layout make-up
cell class	instances	area, um2
multi-input cells	1071	6160
well taps	461	577
clock inverters	9	126
inverters	29	109
fillers	3579	22300
repair buffers	147	1410
clock buffers	34	709
flip-flops and latches	211	4220
## report_power, final
group / internal (mW) / total (mW) / switching [mW] / leakage [nW]
clock: 0.576 / 0.937 / 0.361 / 0.411
combinational: 0.0530 / 0.117 / 0.0645 / 2.44
sequential: 0.853 / 0.854 / 0.00122 / 1.70
total: 1.48 / 1.91 / 0.426 / 4.55
## metal layers
layer / track usage (%) / vias to the layer above / wire, um
met5: 0 / - / 0
li1: - / 4979 / -
met3: 3.12 / 43 / 2240
met2: 29.2 / 284 / 15500
met4: 3.54 / 0 / 686
met1: 27.9 / 4730 / 15600
No activity file was given, so power comes from the tool's default toggle rates.
